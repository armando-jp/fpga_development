File: design/flow/design.v
`timescale 1ns / 1ps
module sqr_wav_gen
    #(parameter SQR_STATE_NS=100,  
                CLK_NS=10  
     ) 
    (
    input logic clk,
    input [3:0] low_n,
    input [3:0] high_m,
    output sqr_state
    );
    logic [7:0] ns_reg;
    logic [7:0] ns_next;
    logic sqr_reg;
    logic sqr_next;
    always_ff @(posedge clk)
    begin
        ns_reg <= ns_next;
        sqr_reg <= sqr_next;
    end
    assign ns_next = (sqr_reg != sqr_next) ? 8'b0 : ns_reg + 1;
    always_comb
        if (!high_m)  
            sqr_next = 0;
        else if (!low_n)  
            sqr_next = 1;
        else if (!sqr_reg)  
            if (ns_reg*CLK_NS >= (low_n*SQR_STATE_NS - CLK_NS))
                sqr_next = 1;
            else
                sqr_next = 0;
        else
            if (ns_reg*CLK_NS >= (high_m*SQR_STATE_NS - CLK_NS))
                sqr_next = 0;
            else
                sqr_next = 1;             
   assign sqr_state = sqr_reg;
endmodule
`timescale 1ns / 1ps
module sqr_wav_gen_top(
    input logic clk,
    input logic [3:0] sw0,
    input logic [3:0] sw1,
    output logic ja_top
    );
    sqr_wav_gen sqr1(.clk(clk), .low_n(sw0), .high_m(sw1), .sqr_state(ja_top));
endmodule
File: design/flow/run.sh
#!/bin/bash
# OpenROAD 26Q1-2900-gdf79404cd8, Yosys 0.63+post, stock flow scripts
make -C /OpenROAD-flow-scripts/flow DESIGN_CONFIG=/design/flow/config.mk WORK_HOME=/design/flow/orfs finish
File: design/flow/config.mk
export PLATFORM = sky130hd
export DESIGN_NAME = sqr_wav_gen_top
export DESIGN_NICKNAME = sqr_wav_gen_top
export VERILOG_FILES = /design/flow/design.v
export SDC_FILE = /design/flow/constraint.sdc
export NUM_CORES = 4
export LEC_CHECK = 1
export CORE_AREA = 10 10 113 113
export DIE_AREA = 0 0 123 123
File: design/flow/constraint.sdc
current_design sqr_wav_gen_top

set clk_period 4.8
set clk_io_pct 0.2

create_clock -name clk0 -period $clk_period [get_ports {clk}]

set non_clock_inputs [all_inputs -no_clocks]
set_input_delay [expr $clk_period * $clk_io_pct] -clock clk0 $non_clock_inputs
set_output_delay [expr $clk_period * $clk_io_pct] -clock clk0 [all_outputs]
==> CHANGELOG.md <==
## Flow update

- Routed Wire Length: 3.85 mm
- # rows: 37
- Fp_density: 18.4%
- Reg2Reg Capture Point: sqr1.ns_reg[7]
- Hold Crit Endpoint: sqr1.ns_reg[0]
- Data arrival, critical path: 4.72 ns
- Crit path kind: in -> reg
- Synth warn: 1
- Min Tclk post-route: 4.60 ns
- Worst hold path startpoint: sqr1.ns_reg[0]
- Mapped Cells: 220
- # Cells Yosys: 220
- Worst vdd ir: 0.150 mV
- Max_cap viols: 0
- Drt pass-1 iters: 4
- Top Layout Cells: ha_1, buf_4, inv_1
- Setup crit start kind: primary input
- F_max: 0.217 GHz
- First-pass GRT wire length: 6.89 mm
- Remaining Overflow, GRT: 0
- FF/Latch Area: 180 sq um
- Root Buffer: clkbuf_8
- Clock Pin Slew Worst Setup and Hold Paths: 0.05 ns
- Logic pwr share: 72.7%
- TritonCTS Buffers: 3
- Synth unique cells: 38
- Synth area leader: ha_1
- Crit. End Element: flip-flop
- Final Skew: 0.00364 ns
- Slack of the critical path: 0.195 ns
- Final instance area: 2390 sq um
- Dpl hpwl: 3.33 mm
- Seq pwr share: 17.5%
- CTS max path bufs: 2
- Die Area: 15100 sq um
- Sequential-to-total area share from yosys stat: 9.50%
- Worst min-delay path class: reg -> reg
- Hold Slack: 0.568 ns
- Fin crit share: 95.9%
- Fill count: 1071
- Pleak: 1.17 nW
- Seq cells post-synth: 9
- CP Data Required Time: 4.91 ns
- Reg-to-reg startpoint: sqr1.ns_reg[1]
- Setup slack at placement: -0.362 ns
- Log Warnings: 34
- Via Count: 1589
- Logic area: 1660 sq um
- Fin Setup TNS: 0 ns
- Sw power: 0.420 mW
- YS chip area: 1900 sq um
- Int Pwr: 0.469 mW
- Die Span Y: 123 um
- Drt initial violations: 35
- CTS tree: yes
- All-Layer GR Usage: 5.37%
- RePlAce Congestion: 0.851
- I/O Pins: 10
- Max-slew violations: 0
- Core area: 10300 sq um
- Synth-to-layout area growth: 26.0%
- Highest net fanout along the worst path: 8
- N_diodes: 0
- Drt via density: 4.07
- Number of flip-flops in the largest register: 8
- Post-route ant nets: 0
- Mapped Area: 1900 sq um
- DRC viols: 0
- Clock power share: 9.8%
- Relative max-transition margin: 67.8%
- Final hold violations: 0
- Cells after DPL: 384
- Reg2Reg Depth: 18
- Commonest Layout Cell: ha_1
- Final setup vio count: 0
- Chip width: 123 um
- Post-Layout Cell Count: 390
- Clk sink count: 9
- Skew-Pair Late Insertion Delay: 0.23 ns
- Avg WL per Cell: 9.88 um
- RSZ-0062 raised after global routing: true
- Switching share of power: 47.3%
- PwrDens: 372 nW/um^2
- DP Area: 2300 sq um
- Port Buf Inserts: 9
- Fraction of layout cells with a size suffix above 1: 13.4%
- FF-to-FF setup slack: 1.29 ns
- Hold path cells: 1
- Vias in the first global route: 1582
- Status: finished clean
- Post-synth area hogs: ha_1, dfxtp_1, xnor2_1, xor2_1, a21oi_1
- Area share, top type: 38.9%
- Syn_area_per_cell: 8.62 sq um
- H-tree depth: 1
- Initial antenna violation count: 0
- Worst slew pin tran: 0.470 ns
- Pin count of the biggest net entering global routing: 9
-- metrics by stage --
step / utilization, % / total power, mW
after detailed placement: 22.3 / 0.790
after global placement: 22.3 / 0.773
final: 23.1 / 0.889
after floorplan: - / 0.606
after CTS: 22.9 / 0.889
after global routing: 23.1 / 1.02
-- worst max-delay path, cell delays in order --
cell	delay, ns
clkdlybuf4s50_1	0.47
inv_1	0.05
ha_1	0.30
ha_2	0.19
fa_1	0.46
or4_4	0.45
a21oi_4	0.15
nor2_1	0.07
a211oi_2	0.19
a21oi_1	0.07
xor2_1	0.15
ha_1	0.30
nand4_1	0.11
a2111o_1	0.32
o2111ai_2	0.09
o2111ai_2	0.16
nand3_4	0.16
nor2_1	0.06
-- power by group through the flow --
stage     registers (mW)  clock network [mW]  logic, mW
6_report           0.156              0.0871      0.646
5_1_grt            0.163              0.0946      0.761
4_1_cts            0.156              0.0877      0.645
-- layer usage --
layer	track usage (%)	vias to the layer above	wire [um]
met2	9.91	12	1890
met4	0.655	0	50
met5	0	-	0
met1	6.52	707	1790
met3	0.925	4	124
li1	-	866	-
-- worst max path at each step --
stage	start	end	slack, ns	cells after the start
finish	sw1[1]	sqr1.ns_reg[0]	0.20	18
CTS	sw1[0]	sqr1.ns_reg[0]	0.01	18
global route	sw1[1]	sqr1.ns_reg[3]	0.009	18
-- area by class of cell --
type,instances,area share [%]
Clock buffer,4,1.88
Inverter,20,3.14
Multi-Input combinational cell,190,69.6
Sequential cell,9,7.54
Tap cell,136,7.12
Timing Repair Buffer,31,10.7
-- cells in the mapped netlist (all sizes together) --
cell and number:
o211ai 2, ha 59, a2111oi 2, o21ai 3, and3 2, a2111o 1, inv 20, a31oi 3
a211o 2, o21a 2, nor2 15, o21bai 2, nand2 10, fa 3, a21o 4, buf 1
or4 2, a32oi 1, xor2 14, a21oi 19, a221o 1, and2 1, nand3b 1, o2111ai 2
nand4 4, nand3 10, o31ai 1, nor3 6, dfxtp 9, xnor2 14, a211oi 1, o211a 1
nand2b 1, nor2b 1
-- cells by family after synthesis --
group / after synthesis / share of synthesized area (%)
adders and majority gates: 62 / 42.1
and+or+nand+nor: 53 / 14.2
AOI/OAI and AO/OA: 47 / 17.1
xor gates and xnor gates: 28 / 12.9
buffers and inverters: 21 / 4.22
DFF: 9 / 9.50
-- timing repair --
item,4_1_cts,5_1_grt
setup buffers,0,2
resized,3,3
gates cloned,0,0
endpoints found under the setup margin,8,9
pin swaps,2,8
hold buffers,0,0
Power figures rest on the tool's default switching activity, not on a simulated workload.
