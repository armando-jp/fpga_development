$ cat flow/config.mk
export PLATFORM = sky130hd
export DESIGN_NAME = disp_mux
export DESIGN_NICKNAME = disp_mux
export VERILOG_FILES = /design/flow/design.v
export SDC_FILE = /design/flow/constraint.sdc
export NUM_CORES = 4
export LEC_CHECK = 1
export CORE_AREA = 10 10 85 85
export DIE_AREA = 0 0 95 95
$ cat flow/constraint.sdc
current_design disp_mux

set clk_period 2.6
set clk_io_pct 0.2

create_clock -name clk0 -period $clk_period [get_ports {clk}]

set non_clock_inputs [all_inputs -no_clocks]
set_input_delay [expr $clk_period * $clk_io_pct] -clock clk0 $non_clock_inputs
set_output_delay [expr $clk_period * $clk_io_pct] -clock clk0 [all_outputs]
$ cat flow/design.v
module disp_mux
    (
    input logic [7:0] in0, in1,in2, in3,
    input logic clk, reset,
    output logic [7:0] sseg,
    output logic [7:0] an
    );
    localparam N = 18;
    logic [N-1:0] q_reg;
    logic [N-1:0] q_next;
    always_ff @(posedge clk, posedge reset)
        if(reset)
            q_reg <= 0;
        else
            q_reg <= q_next;
    assign q_next = q_reg + 1;
    always_comb
        case (q_reg[N-1:N-2])
            2'b00:
                begin
                    an = 4'b1110;
                    sseg = in0;
                end
            2'b01:
                begin
                    an = 4'b1101;
                    sseg = in1;
                end
            2'b10:
                begin
                    an = 4'b1011;
                    sseg = in2;
                end
            2'b11:
                begin
                    an = 4'b0111;
                    sseg = in3;
                end
            default:
                begin
                    an = 4'b0111;
                    sseg = in3;
                end
        endcase
    assign an[7:4] = 4'b1111;
endmodule
$ cat flow/run.sh
#!/bin/bash
# OpenROAD 26Q1-2900-gdf79404cd8, Yosys 0.63+post, stock flow scripts
make -C /OpenROAD-flow-scripts/flow DESIGN_CONFIG=/design/flow/config.mk WORK_HOME=/design/flow/orfs finish
==> node_exporter_impl.prom <==
# HELP chip_impl_metric Physical implementation figures
# TYPE chip_impl_metric gauge
chip_impl_metric{name="clock-skew-final",unit="ns"} 0.0008891
chip_impl_metric{name="grtUsageTotal",unit=""} 0.05207
chip_impl_metric{name="max_freq",unit="MHz"} 426.5
chip_impl_info{name="mostFrequentLayoutCells",value="45 x clkdlybuf4s50_1, 18 x dfrtp_1, 10 x xnor2_1"} 1
chip_impl_metric{name="yosysWarningCount",unit=""} 2
chip_impl_metric{name="dieArea",unit="sq mm"} 0.009025
chip_impl_metric{name="antennaDiodeCount",unit=""} 0
chip_impl_info{name="cts_root_buffer",value="clkbuf_8"} 1
chip_impl_metric{name="syn_avg_cell_area",unit="sq um"} 12.48
chip_impl_metric{name="drt_wl_total",unit="um"} 2391
chip_impl_metric{name="drtAntennaViolNets",unit=""} 0
chip_impl_metric{name="placed_cell_area",unit="sq mm"} 0.001535
chip_impl_metric{name="area_growth_syn_to_layout",unit="%"} 54.03
chip_impl_metric{name="ys_ff",unit=""} 18
chip_impl_metric{name="insertion_delay",unit="ns"} 0.25
chip_impl_metric{name="cp.arrival",unit="ns"} 1.82
chip_impl_metric{name="post_drt_wl_per_cell",unit="um"} 12.02
chip_impl_metric{name="ys_chip_area",unit="sq mm"} 0.001023
chip_impl_metric{name="finalHoldWorstSlack",unit="ns"} 0.4623
chip_impl_metric{name="antenna_found_initial",unit=""} 0
chip_impl_metric{name="critical_path_required",unit="ns"} 2.08
chip_impl_metric{name="number_of_top_level_design_ports",unit=""} 50
chip_impl_metric{name="die_height",unit="um"} 95
chip_impl_metric{name="vdd.ir_drop.worst",unit="mV"} 0.4211
chip_impl_metric{name="drt_iter0_markers",unit=""} 48
chip_impl_metric{name="grtUsageMet1",unit=""} 0.07268
chip_impl_metric{name="drc",unit=""} 0
chip_impl_info{name="top_area_cell",value="dfrtp_1"} 1
chip_impl_info{name="globalRoute.busiestLayer",value="met2"} 1
chip_impl_metric{name="synthesis.instances",unit=""} 82
chip_impl_metric{name="wire_length_of_the_first_global_routing_pass",unit="um"} 3753
chip_impl_info{name="criticalPathCategory",value="reg2out"} 1
chip_impl_metric{name="detailed_route_via_count",unit=""} 772
chip_impl_metric{name="first_global_vias",unit=""} 772
chip_impl_metric{name="clk_pin_slew_worst_paths",unit="ns"} 0.06
chip_impl_metric{name="cp_max_fo",unit=""} 12
chip_impl_metric{name="openroad.warnings",unit=""} 25
chip_impl_metric{name="p_total",unit="uW"} 544.1
chip_impl_metric{name="layout-drive-gt1-share",unit=""} 0.1417
chip_impl_metric{name="setup-tns-final",unit="ns"} 0
chip_impl_metric{name="core_rows",unit=""} 27
chip_impl_metric{name="placement.io_buffers",unit=""} 45
chip_impl_metric{name="gpl.final_weighted_congestion",unit=""} 0.7824
chip_impl_metric{name="powerDensity",unit="mW/mm^2"} 345.1
chip_impl_metric{name="final-max-slew-violation-count",unit=""} 0
chip_impl_metric{name="post-route-cell-area",unit="sq mm"} 0.001577
chip_impl_metric{name="number_of_hold_violations_in_the_final_report",unit=""} 0
chip_impl_info{name="crit-reg2reg-capture",value="q_reg[12]$_DFF_PP0_"} 1
chip_impl_info{name="run_status",value="complete, no violations"} 1
chip_impl_info{name="synth.area.top_cells",value="dfrtp_1 44%, mux4_2 18%, xnor2_1 8.6%"} 1
chip_impl_metric{name="max-clock-path-buffers",unit=""} 2
chip_impl_metric{name="count_of_instantiated_cells_in_the_yosys_netlist",unit=""} 82
chip_impl_info{name="critPathCaptureType",value="output pin"} 1
chip_impl_metric{name="grt_start_max_net_pins",unit=""} 19
chip_impl_info{name="hp-class",value="reg2reg"} 1
chip_impl_info{name="final_common_cell",value="clkdlybuf4s50_1"} 1
chip_impl_metric{name="timing.final.setup_violations",unit=""} 0
chip_impl_metric{name="post_layout_period_usage",unit=""} 0.9017
chip_impl_metric{name="instances_no_fill",unit=""} 199
chip_impl_metric{name="max_ffs_per_register",unit=""} 18
chip_impl_info{name="timing.hold.worst.start",value="q_reg[11]$_DFF_PP0_"} 1
chip_impl_metric{name="fill_cells",unit=""} 557
chip_impl_info{name="setup_repair_after_global_routing_missed_its_margin",value="no"} 1
chip_impl_info{name="critPathLaunchType",value="flop"} 1
chip_impl_metric{name="grtUsageMet3",unit=""} 0.01923
chip_impl_metric{name="viasPerCell",unit=""} 3.879
chip_impl_metric{name="cts_htree_levels",unit=""} 1
chip_impl_metric{name="hold_buffers",unit=""} 0
chip_impl_metric{name="clock_sinks",unit=""} 18
chip_impl_metric{name="cellLeakagePower",unit="uW"} 0.0006895
chip_impl_metric{name="drt_pre_antenna_iters",unit=""} 4
chip_impl_metric{name="timing.slew.headroom",unit=""} 0.5606
chip_impl_metric{name="post_cts.resized_instances",unit=""} 0
chip_impl_metric{name="max_cap_violations",unit=""} 0
chip_impl_info{name="cts_tree",value="done"} 1
chip_impl_metric{name="gr-total-overflow",unit=""} 0
chip_impl_metric{name="r2r_slack",unit="ns"} 1.09
chip_impl_info{name="regToRegStartpoint",value="q_reg[0]$_DFF_PP0_"} 1
chip_impl_metric{name="numCtsBuffers",unit=""} 3
chip_impl_metric{name="ys_seq_frac",unit=""} 0.4401
chip_impl_metric{name="synthesized_cell_area",unit="sq mm"} 0.001023
chip_impl_metric{name="post-place-cells",unit=""} 196
chip_impl_info{name="timing.critical_path.cells",value="buf_4 > mux4_2 > clkdlybuf4s50_1"} 1
chip_impl_metric{name="holdPathStages",unit=""} 1
chip_impl_metric{name="synth_cell_type_count",unit=""} 20
chip_impl_metric{name="tightest_slew",unit="ns"} 0.6584
chip_impl_metric{name="place_hpwl",unit="um"} 1940
chip_impl_metric{name="top_area_frac",unit=""} 0.4401
chip_impl_info{name="critPathSlowestCell",value="mux4_2"} 1
chip_impl_metric{name="fp.coreArea",unit="sq mm"} 0.005473
chip_impl_metric{name="timing.final.crit_period",unit="ns"} 2.344
chip_impl_metric{name="worst_path_largest_cell_delay",unit="ns"} 0.51
chip_impl_metric{name="setup_fix_bufs_post_cts",unit=""} 0
chip_impl_metric{name="worst_r2r_path_depth",unit=""} 5
chip_impl_info{name="timing.hold.worst_endpoint",value="q_reg[11]$_DFF_PP0_"} 1
chip_impl_metric{name="floorplan.core_util",unit=""} 0.1870
chip_impl_metric{name="grt_util_met2",unit=""} 0.08009
chip_impl_metric{name="die_width",unit="um"} 95
## synthesized netlist by cell type
cell type,number
nand4_4,1
buf_4,5
nor3_2,1
conb_1,1
nor3_4,1
dfrtp_1,18
and3_1,5
inv_1,3
nor2_2,1
xor2_1,6
buf_2,2
ha_1,1
or2_2,1
nand2b_1,2
nand3_1,6
nand2_1,7
nand3_2,1
mux4_2,8
xnor2_1,10
nor2_1,2
## layout make-up
| cell class | instances | area (sq um) | area share |
|---|---|---|---|
| Inverter | 3 | 11.26 | 0.007143 |
| Multi-Input combinational cell | 57 | 525.5 | 0.3333 |
| Timing Repair Buffer | 46 | 457.9 | 0.2905 |
| Clock buffer | 3 | 41.29 | 0.02619 |
| Sequential cell | 18 | 450.4 | 0.2857 |
| Tap cell | 72 | 90.09 | 0.05714 |
## power by group
| group | leakage (uW) | switching (uW) | internal (uW) |
|---|---|---|---|
| combinational | 0.000426 | 13.8 | 60.8 |
| clock | 0.0000216 | 86.8 | 103 |
| sequential | 0.000242 | 0 | 280 |
| total | 0.000690 | 101 | 444 |
## layer usage
metal,vias up,part of all wire,wire length (um)
li1,365,-,-
met1,363,0.52,1242
met2,42,0.37,892
met3,2,0.10,245
met4,0,0.0050,12
met5,-,0,0
## worst max-delay path, delay by kind of cell (launching register included)
family / cells / cell delay, ns
buffers and inverters: 2 / 0.68
multiplexers: 1 / 0.51
flip-flops: 1 / 0.38
## how the worst max path moves through the flow
stage	cells past startpoint	slack, ns	start	end
global route	3	0.13	q_reg[16]$_DFF_PP0_	sseg[1]
CTS	3	0.23	q_reg[16]$_DFF_PP0_	sseg[1]
finish	3	0.26	q_reg[16]$_DFF_PP0_	sseg[1]
## through the flow
step / utilization / worst slack, ns
floorplan: - / 0.9570
global placement: 0.2805 / 0.2574
detailed placement: 0.2805 / 0.2560
CTS: 0.2881 / 0.2260
global route: 0.2881 / 0.1274
finish: 0.2881 / 0.2555
## cell families (layout without fill, tap and decap cells)
kind of cell / after synthesis / after routing / share of synthesized area
AND/OR/NAND/NOR: 28 / 28 / 0.1736
flip-flops: 18 / 18 / 0.4401
XOR/XNOR: 16 / 16 / 0.1369
buffers and inverters: 10 / 52 / 0.05746
multiplexers: 8 / 8 / 0.1760
adder cells (fa/ha/maj): 1 / 1 / 0.01222
other: 1 / 4 / 0.003664
Power figures rest on the tool's default switching activity, not on a simulated workload.
