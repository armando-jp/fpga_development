`/design/flow/run.sh`:
```
#!/bin/bash
# OpenROAD 26Q1-2900-gdf79404cd8, Yosys 0.63+post, stock flow scripts
make -C /OpenROAD-flow-scripts/flow DESIGN_CONFIG=/design/flow/config.mk WORK_HOME=/design/flow/orfs finish
```
`/design/flow/design.v`:
```
module barrel_shifter_stage_left
   (
    input  logic [7:0] a,  
    input  logic [2:0] amt,  
    output logic [7:0] y  
   );
   logic [7:0] s0, s1;
   assign s0 = amt[0] ? {a[6:0], a[7]} : a;
   assign s1 = amt[1] ? {s0[5:0], s0[7:6]} : s0;
   assign y = amt[2] ? {s1[4:0], s1[7:5]} : s1;
endmodule
module barrel_shifter_stage_right
   (
    input  logic [7:0] a,
    input  logic [2:0] amt,
    output logic [7:0] y
   );
   logic [7:0] s0, s1;
   assign s0 = amt[0] ? {a[0], a[7:1]} : a;
   assign s1 = amt[1] ? {s0[1:0], s0[7:2]} : s0;
   assign y = amt[2] ? {s1[3:0], s1[7:4]} : s1;
endmodule
module multi_function_barrel_shifter
    (
    input logic [7:0] dat_in,
    input logic sel,  
    input logic reset,
    output logic [7:0] dat_out,
    input logic clk    
    );
    parameter board_freq = 100000000;
    parameter led_rate = 1;  
    parameter N = $clog2(board_freq/led_rate);
    logic [N-1:0] r_reg;
    logic [N-1:0] r_next;
    logic en;
    logic [2:0] r_dir_reg;
    logic [2:0] r_dir_next;
    logic [7:0] l_out;
    logic [7:0] r_out;
    assign r_next = r_reg + 1;
    assign r_dir_next = r_dir_reg + 1;
    always_ff@(posedge clk, posedge reset)  
        if (reset)
            r_reg <= 0;
        else
            r_reg <= r_next;
    always_ff@(posedge clk)  
    begin
        en <= 1'b0;
        if (r_reg == (2**N) - 1)
            en <= 1'b1;
    end
    always_ff@(posedge en, posedge reset)  
        if (reset)
            r_dir_reg <= 0;
        else
            r_dir_reg <= r_dir_next;
    barrel_shifter_stage_left shift_l
        (.a(dat_in),
         .amt(r_dir_reg),
         .y(l_out)
         );
    barrel_shifter_stage_right shift_r
        (.a(dat_in),
         .amt(r_dir_reg),
         .y(r_out)
         );
    always_comb
        case(sel)
            1'b0:
                dat_out = l_out;
            default:
                dat_out = r_out;
        endcase
endmodule
module multi_function_barrel_shifter_top
    (
    input logic [8:0] sw,
    input logic [4:0] btn,
    output logic [7:0]led,
    input logic clk
    );
    multi_function_barrel_shifter dut1
        (
        .dat_in(sw[7:0]),
        .sel(sw[8]),
        .reset(btn[4]),
        .dat_out(led[7:0]),
        .clk(clk)
        );
endmodule
```
`/design/flow/constraint.sdc`:
```
current_design multi_function_barrel_shifter_top

set clk_period 6.2
set clk_io_pct 0.2

create_clock -name clk0 -period $clk_period [get_ports {clk}]

set non_clock_inputs [all_inputs -no_clocks]
set_input_delay [expr $clk_period * $clk_io_pct] -clock clk0 $non_clock_inputs
set_output_delay [expr $clk_period * $clk_io_pct] -clock clk0 [all_outputs]
```
`/design/flow/config.mk`:
```
export PLATFORM = sky130hd
export DESIGN_NAME = multi_function_barrel_shifter_top
export DESIGN_NICKNAME = multi_function_barrel_shifter_top
export VERILOG_FILES = /design/flow/design.v
export SDC_FILE = /design/flow/constraint.sdc
export NUM_CORES = 4
export LEC_CHECK = 1
export CORE_UTILIZATION = 40
```
==> ci_impl_report.md <==
### Flow metrics

| Metric | Value |
|---|---|
| Pin count of the biggest net entering global routing | 31 |
| VDD IR max | approximately 230 µV |
| Cells in synth_stat.txt | 171 |
| Syn Std Cell Area | around 1800 µm² |
| Setup violations, final | 0 |
| Root Buffer | clkbuf_8 |
| Crit path kind | input port to output port |
| Vias in the first global route | 1324 |
| Tmin final | 4.40 ns |
| Clock skew | slightly above 0.009 ns |
| Initial antenna violation count | 0 |
| Yosys Chip Area | between 1500 and 2000 µm² |
| Buf+Inv Stages, Crit Path | 2 |
| Top cell area share | 0.414 |
| R2r setup slk | 4.49 ns |
| Total setup buffers inserted after CTS | 0 |
| CP delay by family, top | buffers and inverters |
| Leak Pwr | 0.910 nW |
| Async S/R FF share, synth | 0.968 |
| Hold Vio Cnt, Final | 0 |
| Critical path capture point type | output port |
| Top FF cell, synth | dfrtp_1 |
| Status | completed |
| Syn Inst Count | about 170 |
| Startpoint Class | input port |
| Syn avg cell area | approximately 11 µm² |
| Placed wire-length estimate | around 2600 µm |
| Number of diodes | 0 |
| Layout overhead on the synthesized area | 15.5% |
| Final slew viol count | 0 |
| Routability cong. | ~0.8 |
| PostCTS Resize Cnt | 0 |
| Die X | 69.3 µm |
| Place WS | around 1.8 ns |
| Worst Hold Depth | 1 |
| TritonCTS clock tree | done |
| Crit path arrival time | around 3.2 ns |
| Layout fillers | 384 |
| Initial DRT Pass Iterations | 4 |
| FF-to-FF End | dut1.r_reg[26] |
| CP most frequent cell | clkdlybuf4s50_1 |
| CP max FO | 8 |
| FF+latch count, synth | 31 |
| Number of CTS-inserted buffers | 3 |
| Gate Area | between 900 and 1000 µm² |
| Final WL | 3410 µm |
| RR Startpoint | dut1.r_reg[0] |
| Area of the core | ~4400 µm² |
| Worst Hold Class | flip-flop to flip-flop |
| First-pass GRT wire length | 6100 µm |
| Most common library cells after synthesis | dfrtp_1 (30), xnor2_1 (18), nand2_1 (16) |
| Clock Path Buffers | 2 |
| GRT overflow | 0 |
| Cycle use final | 0.709 |
| Pre-Place Util | 0.416 |
| Sequential share of the synthesized area | 0.425 |
| Hold_buf cts | 0 |
| Worst-path cell chain | clkdlybuf4s50_1 > nand2_1 > o22ai_1 > a2111oi_0 > a41o_1 > clkdlybuf4s50_1 |
| Worst R2R Path Depth | 5 |
| Top-count cell post-synth | dfrtp_1 |
| FF/Latch Area | 771 µm² |
| RSZ-0062 raised after global routing | false |
| Wire per inst | ~14 µm |
| Number of enable flip-flop cells | 0 |
| Slowest cell on crit path | clkdlybuf4s50_1 |
| Die height | between 60 and 70 µm |
| Setup tns final | 0 ns |
| Post-DRT Antenna Nets | 0 |
| Worst Path Required | roughly 5.0 ns |
| Site Rows | 24 |
| Register pins left without a clock | 3 |
| Endpoints left unconstrained | 3 |
| Distinct cells, synth | 38 |
| Cell taking the most area after synthesis | dfrtp_1 |
| Top cells by area | dfrtp_1 (41%), xnor2_1 (8.7%), mux2_2 (5.0%) |
| Clock-pin slew on the worst setup and hold paths | approximately 0.09 ns |
| Final setup margin | approximately 1.8 ns |
| Pwr Density | around 170 nW/µm² |
| Via count | ~1300 |
| Port buffer count | 18 |
| Hold path startpoint | dut1.r_reg[25] |
| Hold EP | dut1.r_reg[25] |
| Upper clock frequency limit | ~0.23 GHz |
| Vias/cell | around 5.5 |
| Share of layout cells above drive strength 1 | 0.116 |
| Clock Latency Late Sink | about 0.27 ns |
| Count of tool warnings | 29 |
| Slew headroom | 0.524 |
| Drt drc | 0 |
| Die area | 4800 µm² |
| Total track usage | 0.155 |
| Max FFs per register | 27 |
| Crit path largest cell delay | 0.48 ns |
| I/O pin cnt | 23 |
| Worst Tran Pin Value | ~0.7 ns |
| H-tree depth | 1 |
| Max_cap viols | 0 |
| Initial DRC count | around 70 |
| YS warnings | 1 |
## power breakdown
group	internal, mW	switching (mW)
Combinational	0.0218	0.0173
Sequential	0.182	0
Clock	0.0864	0.0559
Total	0.291	0.0733
## cell families (layout without fill, tap and decap cells)
family	count (synthesis)	after routing	synth area share
simple gates	62	62	0.199
flops	31	31	0.425
xor+xnor	26	26	0.126
compound gates	23	23	0.100
mux	16	16	0.0995
buf+inv	11	29	0.0366
fa+ha+maj	2	2	0.0138
## final cells by class
type,count,share of cell area
clock buffer,3,0.0197
clock inverter,1,0.0144
sequential,31,0.368
tap,52,0.0311
timing repair buffer,19,0.0897
multi-input combinational,129,0.466
inverter,6,0.0108
## placed cells by master, fill, tap and decap left out, types with 4 or more instances in the layout
cell type        instances
nand3_1                 14
xnor2_1                 18
nand4_1                  5
o31ai_1                  4
inv_1                    6
dfrtp_1                 30
nand2_1                 16
xor2_1                   8
nor2_1                   8
o22ai_1                  6
mux2i_1                  6
mux2_2                   8
clkdlybuf4s50_1         18
## stage by stage
stage | instance area, µm² | cells | utilization | total power, mW | hold slack (ns)
6_report | 2090 | 241 | 0.480 | 0.364 | 0.472
5_1_grt | 2090 | 241 | 0.480 | 0.379 | 0.497
4_1_cts | 2090 | 241 | 0.480 | 0.366 | 0.475
3_5_place_dp | 2020 | 237 | 0.464 | 0.225 | 0.459
3_3_place_gp | 2020 | 237 | 0.464 | 0.225 | 0.452
2_1_floorplan | 1810 | 171 | - | 0.204 | 0.438
## worst max-delay path by stage
| stage | start | endpoint | cells after the start |
|---|---|---|---|
| 4_1_cts | sw[8] | led[1] | 6 |
| 5_1_grt | sw[8] | led[6] | 6 |
| 6_report | sw[8] | led[1] | 6 |
## per-layer routing
layer | global-route usage | share of wire | up-vias | routed length, µm
met3 | 0.0206 | 0.035 | 2 | 118
met5 | 0 | 0 | - | 0
met2 | 0.238 | 0.45 | 23 | 1550
met4 | 0.00680 | 0.0035 | 0 | 12
li1 | - | - | 653 | -
met1 | 0.256 | 0.51 | 646 | 1730
Power is estimated from default activity; no workload was simulated.
